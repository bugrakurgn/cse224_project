$ cat ./config.mk
export PLATFORM = sky130hd
export DESIGN_NAME = ZeroToFiveCounter
export DESIGN_NICKNAME = ZeroToFiveCounter
export VERILOG_FILES = /design/flow/design.v
export SDC_FILE = /design/flow/constraint.sdc
export NUM_CORES = 4
export LEC_CHECK = 1
export CORE_AREA = 10 10 106 106
export DIE_AREA = 0 0 116 116
$ cat ./constraint.sdc
current_design ZeroToFiveCounter

set clk_period 4.0
set clk_io_pct 0.2

create_clock -name clk0 -period $clk_period [get_ports {clk}]

set non_clock_inputs [all_inputs -no_clocks]
set_input_delay [expr $clk_period * $clk_io_pct] -clock clk0 $non_clock_inputs
set_output_delay [expr $clk_period * $clk_io_pct] -clock clk0 [all_outputs]
$ cat ./design.v
module SevenSegmentDecoder(
    input [3:0] digit,
    output reg [6:0] seg
);
always @(*) begin
    case (digit)
        4'd0: seg = 7'b1000000;
        4'd1: seg = 7'b1111001;
        4'd2: seg = 7'b0100100;
        4'd3: seg = 7'b0110000;
        4'd4: seg = 7'b0011001;
        4'd5: seg = 7'b0010010;
        default: seg = 7'b1111111;  
    endcase
end
endmodule
module ZeroToFiveCounter (
    input clk,
    input rst,
    output [6:0] seg,
    output [7:0] an
);
reg [3:0] count;
reg [26:0] one_second_counter;
reg one_second_enable;
assign an = 8'b01111111;
always @(posedge clk or posedge rst) begin
    if (rst) begin
        one_second_counter <= 0;
        one_second_enable <= 0;
    end else if (one_second_counter >= 100_000_000 - 1) begin
        one_second_counter <= 0;
        one_second_enable <= 1;
    end else begin
        one_second_counter <= one_second_counter + 1;
        one_second_enable <= 0;
    end
end
always @(posedge clk or posedge rst) begin
    if (rst)
        count <= 4'd0;
    else if (one_second_enable) begin
        if (count == 4)
            count <= 4'd0;
        else
            count <= count + 1;
    end
end
SevenSegmentDecoder decoder (
    .digit(count),
    .seg(seg)
);
endmodule
$ cat ./run.sh
#!/bin/bash
# OpenROAD 26Q1-2900-gdf79404cd8, Yosys 0.63+post, stock flow scripts
make -C /OpenROAD-flow-scripts/flow DESIGN_CONFIG=/design/flow/config.mk WORK_HOME=/design/flow/orfs finish
==> impl_metrics.py <==
# Generated from Yosys and OpenROAD reports
metrics = {
    "finish": {
        "layout.filler_cells": 941,
        "final_layout_size_suffix_gt1_frac": 0.105,
        "finished_cell_area_um2": 2270,
        "postLayoutCoreUtil": 0.256,
        "area_delta_synth_final_pct": 13.5,
    },
    "final_timing": {
        "fin_crit_sh": 0.716,
        "fmax_ghz": 0.349,
        "max-slew-margin-rel": 0.475,
        "timing.clock.skew_ns": 0.00982,
        "final_critical_path_required_period_ns": 2.86,
        "rsz0062_at_grt": "no",
        "setup_total_negative_slack_ns": 0,
        "hold_viol_final": 0,
        "maxSlewViolCount": 0,
        "hold_ws_ns": 0.548,
        "setup_viol": 0,
        "tightestPinTransition_ns": 0.788,
    },
    "drt": {
        "route.detailed.vias_per_inst": 4.83,
        "final_antenna_net_count": 0,
        "remaining_drc_errors": 0,
        "routed-via-count": 1584,
        "wire_per_inst_um": 12.3,
        "route.antenna.diode_count": 0,
        "drtIter0Drc": 108,
        "total_routed_length_mm": 4.03,
        "detailed_routing_iteration_count_for_the_pre_antenna_repair_pass": 4,
    },
    "placed_design": {
        "placement.io_buffers": 8,
        "detailed_place.area_um2": 2140,
        "gp_congestion": 0.798,
        "dp_hpwl_mm": 2.63,
    },
    "clocking": {
        "tritoncts_num_sinks": 32,
        "cts_resized": 0,
        "clk_tree_root_cell": "sky130_fd_sc_hd__clkbuf_8",
        "cts.hold.buffers_added": 0,
        "cts_max_level": 2,
        "cts_tree": "built",
        "cts_buffer_depth": 2,
        "clkTransAtPathRegs_ns": 0.07,
        "postCtsSetupRepairBufs": 0,
        "clk-insertion-delay-late_ns": 0.28,
        "cts_made_buffers": 5,
    },
    "setup_path": {
        "worstPathArrival_ns": 2.06,
        "critPathKind": "flip-flop to output pin",
        "crit_family": "buffers and inverters",
        "worst_setup_path_start_kind": "flip-flop",
        "critPathMaxStageDelay_ns": 0.41,
        "critical-path-slowest-cell": "sky130_fd_sc_hd__dfrtp_1",
        "crit-reg2reg-launch": "one_second_counter[3]$_DFF_PP0_",
        "critical_path_peak_fanout": 7,
        "cp_common_cell": "sky130_fd_sc_hd__nor3_1",
        "critPathBufInv": 2,
        "endpoint_kind": "output pin",
        "crit_chain": "inv_1, ha_1, nor3_1, nor3_1, a31oi_1, or2_2, clkdlybuf4s50_1",
        "source_of_the_critical_timing_path": "count[0]$_DFFE_PP0P_",
        "worst_ep_required_time_ns": 3.20,
    },
    "die": {
        "fp-row-count": 34,
        "boundaryPins": 17,
        "die_height_um": 116,
        "fp.dieArea_um2": 13500,
        "fp.coreArea_um2": 8850,
        "starting_utilization_of_the_core_area": 0.226,
        "die_width_um": 116,
    },
    "yosys": {
        "most_frequently_used_flop_master_after_synthesis": "sky130_fd_sc_hd__dfrtp_1",
        "post_synthesis_sequential_element_count": 32,
        "synth.yosys.seq_area_share": 0.401,
        "syn_std_cell_area_um2": 2000,
        "ys_types": 42,
        "most_frequent_cells_after_synthesis": "sky130_fd_sc_hd__dfrtp_1, sky130_fd_sc_hd__nor3_1, sky130_fd_sc_hd__nand2_1, sky130_fd_sc_hd__o21ai_0, sky130_fd_sc_hd__a211oi_1",
        "yosysCellCount": 217,
        "syn_area_per_cell_um2": 9.20,
        "synth.yosys.chip_area_um2": 2000,
        "synth.most_common_cell": "sky130_fd_sc_hd__dfrtp_1",
        "top_cells_by_area_in_the_synthesized_netlist": "sky130_fd_sc_hd__dfrtp_1, sky130_fd_sc_hd__nor3_1, sky130_fd_sc_hd__a211oi_1, sky130_fd_sc_hd__xor2_1, sky130_fd_sc_hd__nand4_1",
        "synth_top_area_share": 0.401,
        "post_synth_tally_of_flip_flops_with_integrated_enable": 0,
        "yosys.area.top_type": "sky130_fd_sc_hd__dfrtp_1",
        "syn-instance-count": 217,
        "synth_async_sr_flop_share": 1.00,
        "synth.yosys.warnings": 2,
    },
    "grt": {
        "track_usage": 0.0620,
        "largest_net_degree_at_the_start_of_global_routing": 33,
        "first_global_vias": 1447,
        "antenna_found_initial": 0,
        "grt_first_pass_wirelength_mm": 7.12,
        "overflow": 0,
    },
    "status": {
        "status": "complete, no violations",
    },
    "min_path": {
        "worstHoldPathType": "flip-flop to flip-flop",
        "timing.hold.worst.start": "one_second_counter[0]$_DFF_PP0_",
    },
    "power_and_ir_drop": {
        "power_leakage_nw": 0.881,
        "ir_worst_vdd_mv": 0.113,
        "cellPowerDensity_nw_per_um2": 296,
        "post_layout_power_mw": 0.671,
    },
    "flow_run": {
        "cap_viol_max_count": 0,
        "warnings": 28,
    },
}
-- cells by family (layout without fill, tap and decap cells) --
logic type | after synthesis | count (layout) | synth area share
compound gates | 46 | 46 | 0.175
xor+xnor | 11 | 11 | 0.0482
fa+ha+maj | 5 | 5 | 0.0313
buf+inv | 31 | 28 | 0.0808
flops | 32 | 32 | 0.401
other cells | 2 | 8 | 0.00376
simple gates | 90 | 90 | 0.260
-- layout make-up --
cell class,instances,area [um^2],area share
multi-input combinational,160,1070,0.471
sequential,32,801,0.353
tap,108,135,0.0596
timing repair buffer,11,103,0.0453
clock buffer,7,96.3,0.0425
inverter,9,33.8,0.0149
clock inverter,1,30.0,0.0132
-- power breakdown --
group	internal (mW)	switching, mW
clock	0.220	0.119
combinational	0.00157	0.00682
sequential	0.324	0
total	0.545	0.126
-- metal layers --
layer | wire, um | vias up | part of all wire | GRT usage
li1 | - | 797 | - | -
met1 | 2020 | 757 | 0.50 | 0.0905
met2 | 1720 | 26 | 0.43 | 0.0914
met3 | 253 | 4 | 0.063 | 0.0194
met4 | 34 | 0 | 0.0084 | 0.00667
met5 | 0 | - | 0 | 0
-- flip-flops by register name, indices dropped and copies added, names as in the netlist --
name,flops
one_second_enable,1
count,4
one_second_counter,27
-- stage by stage --
stage	setup slack [ns]	std cells
2_1_floorplan	1.85	223
3_3_place_gp	1.48	320
3_5_place_dp	1.42	320
4_1_cts	1.11	328
5_1_grt	0.993	328
6_report	1.14	328
-- cells in the final DEF (no fill, tap or decap), types with 3 or more instances in the layout --
| master | instances |
|---|---|
| sky130_fd_sc_hd__nand4_1 | 11 |
| sky130_fd_sc_hd__conb_1 | 8 |
| sky130_fd_sc_hd__inv_1 | 9 |
| sky130_fd_sc_hd__and3_1 | 4 |
| sky130_fd_sc_hd__nand2_1 | 13 |
| sky130_fd_sc_hd__or4_1 | 8 |
| sky130_fd_sc_hd__and2_1 | 3 |
| sky130_fd_sc_hd__xnor2_1 | 3 |
| sky130_fd_sc_hd__clkdlybuf4s50_1 | 8 |
| sky130_fd_sc_hd__buf_4 | 3 |
| sky130_fd_sc_hd__or3_1 | 4 |
| sky130_fd_sc_hd__nor3_1 | 18 |
| sky130_fd_sc_hd__ha_1 | 5 |
| sky130_fd_sc_hd__xor2_1 | 8 |
| sky130_fd_sc_hd__nor2_1 | 4 |
| sky130_fd_sc_hd__o21ai_0 | 13 |
| sky130_fd_sc_hd__or2_2 | 4 |
| sky130_fd_sc_hd__nand3_1 | 10 |
| sky130_fd_sc_hd__clkbuf_8 | 7 |
| sky130_fd_sc_hd__a211oi_1 | 12 |
| sky130_fd_sc_hd__o31ai_1 | 8 |
| sky130_fd_sc_hd__dfrtp_1 | 32 |
-- worst paths after layout --
| check | slack [ns] | cells after the start | to |
|---|---|---|---|
| worst min-delay path | 0.55 | 1 | one_second_counter[0]$_DFF_PP0_ |
| worst min register to register | 0.55 | 1 | one_second_counter[0]$_DFF_PP0_ |
| worst max register to register | 1.70 | 5 | one_second_counter[21]$_DFF_PP0_ |
| max in group asynchronous | 2.77 | 3 | one_second_counter[26]$_DFF_PP0_ |
| worst max-delay path | 1.14 | 7 | seg[0] |
| min in group asynchronous | 0.92 | 3 | one_second_counter[3]$_DFF_PP0_ |
Power figures rest on the tool's default switching activity, not on a simulated workload.
