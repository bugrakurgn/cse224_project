### flow/design.v
`timescale 1ns / 1ps
module ALU(
    input [1:0] opcode,
    input [31:0] a, b,
    output reg [31:0] result
);
    always @(*) begin
        case (opcode)
            2'b00: result = a + b;
            2'b01: result = a - b;
            2'b10: result = a << b;
            2'b11: result = a >> b;
            default: result = 32'b0;
        endcase
    end
endmodule
`timescale 1ns / 1ps
module RegisterFile(
    input CLK,
    input WE3,
    input [4:0] A1, A2, A3,
    input [31:0] WD3,
    output [31:0] RD1, RD2
);
    reg [31:0] registers [0:31];
    assign RD1 = registers[A1];
    assign RD2 = registers[A2];
    always @(posedge CLK) begin
        if (WE3) begin
            registers[A3] <= WD3;
        end
    end
endmodule
module top_module_project4 (
    input CLK,
    input WE3_regfile,
    input [4:0] A1_regfile,
    input [4:0] A2_regfile,
    input [4:0] A3_regfile,
    input [31:0] WD3_regfile,
    output [31:0] RD1_regfile,
    output [31:0] RD2_regfile,
    input [1:0] opcode_alu,
    input [31:0] inputA_alu,
    input [31:0] inputB_alu,
    output [31:0] result_alu
);
    RegisterFile RF (
        .CLK(CLK),
        .WE3(WE3_regfile),
        .A1(A1_regfile),
        .A2(A2_regfile),
        .A3(A3_regfile),
        .WD3(WD3_regfile),
        .RD1(RD1_regfile),
        .RD2(RD2_regfile)
    );
    ALU ALU_inst (
        .opcode(opcode_alu),
        .a(inputA_alu),
        .b(inputB_alu),
        .result(result_alu)
    );
endmodule
### flow/run.sh
#!/bin/bash
# OpenROAD 26Q1-2900-gdf79404cd8, Yosys 0.63+post, stock flow scripts
make -C /OpenROAD-flow-scripts/flow DESIGN_CONFIG=/design/flow/config.mk WORK_HOME=/design/flow/orfs finish
### flow/config.mk
export PLATFORM = sky130hd
export DESIGN_NAME = top_module_project4
export DESIGN_NICKNAME = top_module_project4
export VERILOG_FILES = /design/flow/design.v
export SDC_FILE = /design/flow/constraint.sdc
export NUM_CORES = 4
export LEC_CHECK = 1
export CORE_UTILIZATION = 50
### flow/constraint.sdc
current_design top_module_project4

set clk_period 19.9
set clk_io_pct 0.2

create_clock -name clk0 -period $clk_period [get_ports {CLK}]

set non_clock_inputs [all_inputs -no_clocks]
set_input_delay [expr $clk_period * $clk_io_pct] -clock clk0 $non_clock_inputs
set_output_delay [expr $clk_period * $clk_io_pct] -clock clk0 [all_outputs]
==> qor.yml <==
routing:
  drt_iter0_drc: 2356
  drt.antenna.violating_nets: 0
  drc: 0
  drt-wirelength-per-cell_um: 36.1
  via_per_inst: 6.82
  route.vias.total: 30200
  drt-total-wl_um: 159000
  detail_route.first_pass.iterations: 6
synth:
  synthDominantCellAreaShare_pct: 58.7
  synth_async_sr_flop_share_pct: 0
  syn_avg_cell_area_um2: 19.2
  dominantRegCellSynth: "sky130_fd_sc_hd__edfxtp_1"
  synthDistinctLibCells: 77
  yosys_stat_cell_total: 2725
  mappedNetlistArea_mm2: 0.0524
  post-synth-top-count-cell: "sky130_fd_sc_hd__edfxtp_1"
  yosys.area.top_type: "sky130_fd_sc_hd__edfxtp_1"
  ys_area_mm2: 0.0524
  synth_cells: 2725
  number_of_enable_type_register_cells_in_the_synthesized_netlist: 1024
  synth_flop_count: 1024
  synth-seq-area-share_pct: 58.7
  common_cells: "1,024 x sky130_fd_sc_hd__edfxtp_1, 671 x sky130_fd_sc_hd__mux4_2, 150 x sky130_fd_sc_hd__nor2_1"
  area_leaders: "sky130_fd_sc_hd__edfxtp_1 59%, sky130_fd_sc_hd__mux4_2 29%, sky130_fd_sc_hd__mux2_2 1.7%"
  synth-warning-count: 2
timing:
  maxClockFrequency_ghz: 0.0776
  fin_crit_sh_pct: 64.8
  timing.max_slew.rel_slack_pct: 32.6
  setup_violations: 0
  rsz0062_at_grt: "false"
  finalHoldViolations: 0
  fin_crit_ns: 12.89
  totalNegativeSetupSlack_ns: 0
  finalMaxSlewViolations: 0
  finalHoldWorstSlack_ns: 4.07
  timing_worst_slew_pin_value_ns: 1.01
global_routing:
  grt_pass1_vias: 33600
  grt_remaining_overflow: 0
  first_pass_grt_wire_length_um: 233000
  number_of_antenna_violations_at_the_first_check_in_global_routing: 9
  grt_util_all_layers_pct: 34.6
  grt_start_max_net_pins: 71
die:
  placement_rows: 118
  coreArea_mm2: 0.104
  floorplan.die_area_mm2: 0.106
  design.portCount: 211
  die.size.x_um: 326
  initial_utilization_pct: 50.5
  floorplan.die.height_um: 326
cells_and_area:
  sequential_cell_area_mm2: 0.0307
  synthToLayoutAreaGrowth_pct: 14.2
  post_route_cells_drive_above_1_share_pct: 35.6
  flip_flop_count_of_the_largest_register_all_copies_and_words_added: 1024
  area.combinational_mm2: 0.0209
  final_cell_count_no_fill: 4422
  n_fill_cell: 7634
  layout_top_registers: "RF.registers (1024)"
  registers.top_by_ff_count: "RF.registers"
min_path:
  startpoint_of_the_tightest_hold_check_path: "WD3_regfile[23]"
  worstHoldPathCells: 2
  holdCritPathClass: "input port to flop"
  timing.hold.worst_endpoint: "RF.registers[14][23]$_DFFE_PP_"
place:
  cell_total_after_placement: 4225
  detailed_place_hpwl_um: 99000
  numPortBuffers: 210
  gp_routability_congestion: 0.978
clock_tree:
  max-clock-path-buffers: 3
  clkSinkCount: 1024
  tritoncts: "yes"
  postCtsSetupBuffers: 0
  postCtsHoldBufs: 0
  cts.repair.resized: 0
  tritoncts.num_buffers: 106
  cts_root_buffer: "sky130_fd_sc_hd__clkbuf_16"
  cts.htree.levels: 3
  cts.clk_slew.worst_paths_ns: 0.06
outcome:
  run_status: "completed"
worst_setup_path:
  worst_ep_arrival_time_ns: 8.91
  setup.worst_path.class: "input port to primary output"
  cp-end-kind: "primary output"
  worstPathRequired_ns: 15.92
  timing.critical_path.fanout_max: 35
  worstSetupStartpointType: "input port"
pwr:
  vdd.ir_drop.worst_mv: 0.0915
  leakage_nw: 18.7
  powerDensity_mw_per_mm2: 83.5
  total_power_mw: 4.99
job:
  openroad.warnings: 26
  max_cap_violations: 0
-- cell families after synthesis --
logic type	after synthesis	synth area share (%)
adders and majority gates	33	0.803
muxes	802	31.5
buffers and inverters	226	1.84
DFF	1024	58.7
xor gates and xnor gates	57	0.953
AOI/OAI and AO/OA	264	3.18
and+or+nand+nor	319	2.96
-- cell type report --
cell class | count | share of cell area (%)
sequential | 1024 | 51.4
multi-input combinational | 1475 | 34.9
timing repair buffer | 324 | 4.95
clock buffer | 125 | 4.59
tap | 1380 | 2.89
clock inverter | 70 | 1.08
inverter | 22 | 0.138
antenna | 2 | 0.00837
-- where the power goes --
part           leakage (nW)  total, mW  switching [mW]  internal (mW)
Clock                  1.65       1.93           0.827           1.10
Sequential             9.22       2.41          0.0102           2.40
Combinational          7.86      0.651           0.339          0.313
-- per-layer routing --
metal  vias to the layer above  part of all wire, %  GRT usage (%)
met5                         -                0.075           1.02
met4                        10                  3.2           8.15
met3                       291                   17           24.2
met2                      2280                   48           49.6
met1                     15300                   32           46.9
li1                      12300                    -              -
-- critical path: stages --
cell and delay, ns:
sky130_fd_sc_hd__buf_2 0.13, sky130_fd_sc_hd__inv_2 0.50, sky130_fd_sc_hd__ha_1 0.38, sky130_fd_sc_hd__nand3_1 0.22, sky130_fd_sc_hd__nor2_1 0.32, sky130_fd_sc_hd__a21oi_1 0.13
sky130_fd_sc_hd__xnor2_1 0.23, sky130_fd_sc_hd__ha_1 0.31, sky130_fd_sc_hd__nand2_1 0.19, sky130_fd_sc_hd__o21ai_1 0.13, sky130_fd_sc_hd__a221oi_1 0.33, sky130_fd_sc_hd__nor3_1 0.08
sky130_fd_sc_hd__a211oi_1 0.71, sky130_fd_sc_hd__o31ai_1 0.20, sky130_fd_sc_hd__a21oi_1 0.28, sky130_fd_sc_hd__xor2_1 0.13, sky130_fd_sc_hd__o21ai_1 0.14, sky130_fd_sc_hd__clkdlybuf4s50_1 0.48
-- per-stage QoR --
stage               cell area [um^2]  util (%)  worst slack, ns
floorplan                      52400         -             8.63
global placement               56400      54.4             7.09
detailed placement             56400      54.4             7.09
CTS                            59800      57.7             7.06
global route                   59800      57.7             6.62
finish                         59800      57.7             7.01
-- worst max-delay path by stage --
stage,startpoint,end,depth (start not counted)
4_1_cts,inputB_alu[1],result_alu[28],18
5_1_grt,inputB_alu[1],result_alu[28],18
6_report,inputB_alu[1],result_alu[28],18
-- layout by cell type (no fill, tap or decap), types with 13 or more instances in the layout --
cell type                         count
sky130_fd_sc_hd__a211oi_1            13
sky130_fd_sc_hd__a21oi_1             68
sky130_fd_sc_hd__buf_4              115
sky130_fd_sc_hd__clkbuf_1            18
sky130_fd_sc_hd__clkbuf_16          107
sky130_fd_sc_hd__clkdlybuf4s50_1    196
sky130_fd_sc_hd__clkinv_1            33
sky130_fd_sc_hd__clkinv_2            20
sky130_fd_sc_hd__edfxtp_1          1024
sky130_fd_sc_hd__ha_1                32
sky130_fd_sc_hd__inv_1               19
sky130_fd_sc_hd__mux2_2              77
sky130_fd_sc_hd__mux2i_1             54
sky130_fd_sc_hd__mux4_2             671
sky130_fd_sc_hd__nand2_1             57
sky130_fd_sc_hd__nand2b_1            21
sky130_fd_sc_hd__nand3_1             17
sky130_fd_sc_hd__nor2_1             118
sky130_fd_sc_hd__nor2_4              35
sky130_fd_sc_hd__nor3_1              18
sky130_fd_sc_hd__o211ai_1            16
sky130_fd_sc_hd__o21ai_0             57
sky130_fd_sc_hd__o21ai_1             19
sky130_fd_sc_hd__o22ai_1             14
sky130_fd_sc_hd__xnor2_1             34
sky130_fd_sc_hd__xor2_1              23
Power figures rest on the tool's default switching activity, not on a simulated workload.
